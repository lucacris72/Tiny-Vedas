### /design/flow/config.mk
export PLATFORM = sky130hd
export DESIGN_NAME = bht
export DESIGN_NICKNAME = bht
export VERILOG_FILES = /design/flow/design.v
export SDC_FILE = /design/flow/constraint.sdc
export NUM_CORES = 4
export LEC_CHECK = 1
export CORE_UTILIZATION = 50
### /design/flow/constraint.sdc
current_design bht

set clk_period 24.7
set clk_io_pct 0.2

create_clock -name clk0 -period $clk_period [get_ports {clk}]

set non_clock_inputs [all_inputs -no_clocks]
set_input_delay [expr $clk_period * $clk_io_pct] -clock clk0 $non_clock_inputs
set_output_delay [expr $clk_period * $clk_io_pct] -clock clk0 [all_outputs]
### /design/flow/design.v
module bht #(
    parameter BHT_ENTRIES = 1024
) (
    input  logic                          clk,
    input  logic                          rst_n,
    input  logic [31:0]                   predict_pc,
    output logic                          predict_taken,
    input  logic                          update_en,       
    input  logic [31:0]                   update_pc,       
    input  logic                          update_actual_taken  
);
    logic [1:0] bht_table [0:BHT_ENTRIES-1];
    localparam BHT_INDEX_WIDTH = $clog2(BHT_ENTRIES);
    logic [BHT_INDEX_WIDTH-1:0] predict_index;
    logic [BHT_INDEX_WIDTH-1:0] update_index;
    assign predict_index = predict_pc[BHT_INDEX_WIDTH+1:2];
    assign update_index  = update_pc[BHT_INDEX_WIDTH+1:2];
    assign predict_taken = bht_table[predict_index][1];
    always_ff @(posedge clk or negedge rst_n) begin
        if (!rst_n) begin
            for (int i = 0; i < BHT_ENTRIES; i++) begin
                bht_table[i] <= 2'b01;
            end
        end else begin
            if (update_en) begin
                case (bht_table[update_index])
                    2'b00: bht_table[update_index] <= update_actual_taken ? 2'b01 : 2'b00;
                    2'b01: bht_table[update_index] <= update_actual_taken ? 2'b10 : 2'b00;
                    2'b10: bht_table[update_index] <= update_actual_taken ? 2'b11 : 2'b01;
                    2'b11: bht_table[update_index] <= update_actual_taken ? 2'b11 : 2'b10;
                endcase
            end
        end
    end
endmodule
### /design/flow/run.sh
#!/bin/bash
# OpenROAD 26Q1-2900-gdf79404cd8, Yosys 0.63+post, stock flow scripts
make -C /OpenROAD-flow-scripts/flow DESIGN_CONFIG=/design/flow/config.mk WORK_HOME=/design/flow/orfs finish
==> Slide: Implementation Results <==
Physical Implementation Snapshot

Run status
  • Status: aborted with a tool error
  • Stage reached: 5_1_grt
  • Halt Reason: [ERROR GRT-0116] Global routing finished with congestion. Check the congestion regions in the DRC Viewer.

Placed design
  • HPWL Detailed: 900700 um
  • Port-buffer cells: 24
  • Gpl congestion: 1.816

CTS
  • Clock Sinks: 2048
  • CTS max path bufs: 3
  • Post CTS Setup Buffer Count: 0
  • CTS root buf: clkbuf_16
  • Hold-fix buffers, CTS: 0
  • Inserted Clock Buffers: ~220
  • H-tree levels: 4
  • Post-CTS resize count: 0

Synth
  • Fraction of registers with async set/reset: 1.000
  • Mux cell area share: 0.02046
  • Yosys warning tally: 2
  • Largest cells by area: dfstp_2 22%, dfrtp_1 21%, a22o_1 8.4%
  • Top FF cell, synth: dfstp_2
  • Post-synth EDFFs: 0
  • Main logic family after synthesis: AND-OR/OR-AND gates
  • Yosys cell count: 13890
  • Register share after synthesis: 0.4316
  • Largest area contributor in the netlist: dfstp_2
  • Compound-Gate Fraction of Synth Area: 0.2749
  • Synthesized flop and latch total: 2048
  • Cell area after synthesis: 0.1217 sq mm
  • Area share, top type: 0.2211
  • Cell Type Count: 88
  • Basic Gates by Area: 0.2186
  • Post-synthesis chip area from yosys: 0.1217 sq mm
  • Adder Area Share: 0
  • Mean Syn Cell Area: 8.762 sq um
  • Mapped Cells: 13890
  • Xor/xnor share of the synthesized area: 0.001079

Global routing
  • Largest net degree at the start of global routing: 153
  • Gr usage total: 1.128
  • Grt ovf: 34667
  • Vias in the first global route: 168733
  • First-pass GRT wire length: 1753000 um

Floorplan
  • Initial Utilization: 0.5046
  • Die width: approximately 500 um
  • # IOs: 69
  • Std-Cell Rows: 180
  • Die height: 495.4 um
==> layer usage <==
metal  global-route usage  overflow
met5               0.9476       429
met4               0.9737      3505
met3                1.045      4860
met2                1.293     17856
met1                1.113      8017
==> metrics by stage <==
| stage | worst slack, ns | cell area (sq um) | util | instances |
|---|---|---|---|---|
| after detailed placement | 9.256 | 130600 | 0.5414 | 16931 |
| after floorplan | 11.74 | 121700 | - | 13890 |
| after global placement | 9.281 | 130600 | 0.5414 | 16931 |
| after CTS | 9.314 | 138100 | 0.5727 | 17342 |
==> cell families after synthesis <==
group	after synthesis
muxes	242
and+or+nand+nor	5843
AOI/OAI and AO/OA	4311
DFF	2048
buffers and inverters	1431
xor gates and xnor gates	15
==> synth_stat cells, drive strengths merged, types with 217 or more instances <==
| cell | number |
|---|---|
| a22oi | 560 |
| o31ai | 1053 |
| clkbuf | 717 |
| a22o | 1162 |
| nand3 | 434 |
| dfrtp | 1024 |
| o22ai | 217 |
| nor4 | 229 |
| nor3 | 274 |
| nand4 | 376 |
| buf | 696 |
| nor2 | 1606 |
| nand2 | 2396 |
| a21oi | 240 |
| dfstp | 1024 |
